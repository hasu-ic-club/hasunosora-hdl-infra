`flow/constraint.sdc`:
```
current_design hs_cdc_syncer_mb

set clk_period 1.0
set clk_io_pct 0.2

create_clock -name clk0 -period $clk_period [get_ports {clk}]

set non_clock_inputs [all_inputs -no_clocks]
set_input_delay [expr $clk_period * $clk_io_pct] -clock clk0 $non_clock_inputs
set_output_delay [expr $clk_period * $clk_io_pct] -clock clk0 [all_outputs]
```
`flow/design.v`:
```
`default_nettype none
package hs_ifr_int_typedefs_pkg;
    typedef logic [7:0]  lg_uint8_t;
    typedef logic [15:0] lg_uint16_t;
    typedef logic [31:0] lg_uint32_t;
    typedef logic [63:0] lg_uint64_t;
    typedef logic signed [7:0]  lg_int8_t;
    typedef logic signed [15:0] lg_int16_t;
    typedef logic signed [31:0] lg_int32_t;
    typedef logic signed [63:0] lg_int64_t;
    typedef bit [7:0]  uint8_t;
    typedef bit [15:0] uint16_t;
    typedef bit [31:0] uint32_t;
    typedef bit [63:0] uint64_t;
    typedef bit signed [7:0]  int8_t;
    typedef bit signed [15:0] int16_t;
    typedef bit signed [31:0] int32_t;
    typedef bit signed [63:0] int64_t;
    typedef lg_uint8_t  lg_byte_t;
    typedef lg_uint16_t lg_halfword_t;
    typedef lg_uint32_t lg_word_t;
    typedef lg_int8_t   lg_sbyte_t;
    typedef lg_int16_t  lg_shalfword_t;
    typedef lg_int32_t  lg_sword_t;
endpackage : hs_ifr_int_typedefs_pkg
`default_nettype none
module hs_cdc_syncer
#(
    parameter int SYNC_STAGE = 2
)
(
    input  logic clk,
    input  logic aresetn,
    input  logic din,
    output logic dout
);
genvar idx;
(* ASYNC_REG = "TRUE" *) logic [SYNC_STAGE - 1:0] sync_ff;
for (idx = 0; idx < SYNC_STAGE; idx++) begin : multi_stage_sync
    if (idx == 0) begin : first_stage
        always_ff @(posedge clk, negedge aresetn) begin
            if (!aresetn) sync_ff[idx] <= '0;
            else          sync_ff[idx] <= din;
        end
    end : first_stage
    else begin : other_stage
        always_ff @(posedge clk, negedge aresetn) begin
            if (!aresetn) sync_ff[idx] <= '0;
            else          sync_ff[idx] <= sync_ff[idx - 1];
        end
    end : other_stage
end : multi_stage_sync
assign dout = sync_ff[SYNC_STAGE - 1];
endmodule : hs_cdc_syncer
`default_nettype none
module hs_cdc_syncer_mb
#(
    parameter int SYNC_STAGE = 2,
    parameter int WIDTH      = 8
)
(
    input  logic               clk,
    input  logic               aresetn,
    input  logic [WIDTH - 1:0] din,
    output logic [WIDTH - 1:0] dout
);
genvar idx;
for (idx = 0; idx < WIDTH; idx++) begin : cdc_vector
    hs_cdc_syncer #(
        .SYNC_STAGE(SYNC_STAGE)
    )
    cdc_inst
    (
        .clk    (clk      ),
        .aresetn(aresetn  ),
        .din    (din[idx] ),
        .dout   (dout[idx])
    );
end : cdc_vector
endmodule : hs_cdc_syncer_mb
```
`flow/config.mk`:
```
export PLATFORM = sky130hd
export DESIGN_NAME = hs_cdc_syncer_mb
export DESIGN_NICKNAME = hs_cdc_syncer_mb
export VERILOG_FILES = /design/flow/design.v
export SDC_FILE = /design/flow/constraint.sdc
export NUM_CORES = 4
export LEC_CHECK = 1
export CORE_AREA = 10 10 70 70
export DIE_AREA = 0 0 80 80
```
`flow/run.sh`:
```
#!/bin/bash
# OpenROAD 26Q1-2900-gdf79404cd8, Yosys 0.63+post, stock flow scripts
make -C /OpenROAD-flow-scripts/flow DESIGN_CONFIG=/design/flow/config.mk WORK_HOME=/design/flow/orfs finish
```
==> tab_implementation.tex <==
% Auto-generated results table
\begin{tabular}{lr}
\hline
Metric & Value \\
\hline
\multicolumn{2}{l}{\textbf{Synthesis}} \\
Dominant cell type by area after synthesis & sky130\_fd\_sc\_hd\_\_dfrtp\_1 \\
Cell variety after synth & 2 \\
Synthesized instance count & 24 \\
YS warnings & 1 \\
Area of the mapped netlist & between 400 and 500 um\^{}2 \\
Top-area cell share & between 80\% and 90\% \\
Sequential cell area fraction in the yosys report & 87.0\% \\
\# Cells Yosys & 24 \\
Synthesized flop and latch total & 16 \\
Cells taking the most area after synthesis & sky130\_fd\_sc\_hd\_\_dfrtp\_1, sky130\_fd\_sc\_hd\_\_buf\_4 \\
Synthesized area per cell & between 15 and 20 um\^{}2 \\
Yosys-reported design area after synthesis & 460 um\^{}2 \\
\multicolumn{2}{l}{\textbf{Final layout}} \\
Signed area change from the synthesized netlist to the final layout & 37.0\% \\
Area taken by multi-input logic gates & 0 um\^{}2 \\
Most common library cell in the layout ignoring fill and taps & sky130\_fd\_sc\_hd\_\_dfrtp\_1 \\
Storage element area & approximately 400 um\^{}2 \\
Top Layout Cells & sky130\_fd\_sc\_hd\_\_dfrtp\_1, sky130\_fd\_sc\_hd\_\_clkdlybuf4s50\_1, sky130\_fd\_sc\_hd\_\_buf\_2 \\
Largest register by flop count & cdc\_vector.cdc\_inst.sync\_ff \\
Multi-input gates & 0 \\
Share of post-route cells with drive strength above 1 & between 30\% and 40\% \\
Count of fill cells added during filler insertion & 378 \\
Max FFs per register & 16 \\
Leading registers by flop count & cdc\_vector.cdc\_inst.sync\_ff: 16 flops \\
\multicolumn{2}{l}{\textbf{Clocking}} \\
CTS root buf & sky130\_fd\_sc\_hd\_\_clkbuf\_4 \\
Number of sinks driven by the clock tree & 16 \\
Clock transition at path regs & 0.07 ns \\
Number of hold buffers added after cts & 0 \\
Clock network latency to the later pin of the worst-skew pair & approximately 0.26 ns \\
Clock buffer depth & 2 \\
Number of clock buffers inserted by TritonCTS & 3 \\
Depth of the CTS H-tree & 1 \\
CTS tree & done \\
\multicolumn{2}{l}{\textbf{Die}} \\
Die width & approximately 80 um \\
Initial standard-cell utilization of the core & a little over an eighth \\
Number of placement rows & 21 \\
Floorplan die height & roughly 80 um \\
Area enclosed by the die boundary & between 6000 and 7000 um\^{}2 \\
Area inside the core boundary & 3420 um\^{}2 \\
Ports placed on the boundary & 18 \\
\multicolumn{2}{l}{\textbf{Routing}} \\
Number of vias after detailed routing & a little over 200 \\
DRC violation count after routing & 0 \\
Drt first pass iters & 2 \\
Average via count per standard cell & approximately 2.4 \\
Violation count after the first detailed-route iteration & 9 \\
Wire length per cell & roughly 8.5 um \\
Count of antenna-violating nets left after detailed routing & 0 \\
DRT Wirelength & 709 um \\
Antenna Cells & 0 \\
\multicolumn{2}{l}{\textbf{Placed design}} \\
Worst setup timing slack at the placement stage & between 0.02 and 0.03 ns \\
Buffers added on ports & 17 \\
RD Place Congestion & 0.627 \\
\multicolumn{2}{l}{\textbf{Global route}} \\
Number of global-route vias before repair & $\sim$250 \\
Wire length of the first global-routing pass & 1.15 mm \\
Largest net degree at the start of global routing & 17 \\
Aggregate global routing overflow & 0 \\
Number of antenna violations at the first check in global routing & 0 \\
Overall Global Routing Usage & under 10\% \\
\multicolumn{2}{l}{\textbf{Worst setup path}} \\
Slack of the worst reg-to-reg path & $\sim$0.53 ns \\
Worst path buffer plus inverter count & 1 \\
Startpoint kind of the worst setup timing path & flip-flop \\
Largest stage delay on the critical path & $\sim$0.37 ns \\
Highest fanout seen on the critical path & 1 \\
Worst endpoint required time & $\sim$0.80 ns \\
Worst-path cell chain & buf\_2 \\
CP arrival & between 0.7 and 0.8 ns \\
Endpoint class of the critical path & output pin \\
Setup CP Type & flip-flop to output pin \\
Critical-path top delay cell & sky130\_fd\_sc\_hd\_\_dfrtp\_1 \\
Dominant delay contributor by cell family on the critical path & flip-flops \\
\multicolumn{2}{l}{\textbf{Run}} \\
Number of warning messages in the logs & 25 \\
Max-cap check violation count & 0 \\
\multicolumn{2}{l}{\textbf{Power}} \\
Overall power after layout & 1040 uW \\
Power density over cell area & about 1700 nW/um\^{}2 \\
Static Leakage & around 0.00028 uW \\
Worst vdd ir & $\sim$0.34 mV \\
\multicolumn{2}{l}{\textbf{Final timing}} \\
Fmax & approximately 1100 MHz \\
Number of pins with negative max-slew slack in the final report & 0 \\
Headroom to the max-slew limit & between 90\% and 100\% \\
Worst setup slack after layout & 0.0645 ns \\
RSZ-0062 raised after global routing & false \\
Clock skew after layout & approximately 0.00033 ns \\
Final hold violations & 0 \\
Total of endpoints with negative setup slack in the final report & 0 \\
Fraction of the cycle the final worst path needs & 93.6\% \\
Final total negative setup slack & 0 ns \\
Worst slew pin tran & about 0.11 ns \\
Minimum period implied by the final worst setup slack & just over 0.9 ns \\
\multicolumn{2}{l}{\textbf{Min path}} \\
Hold crit path type & input pin to async pin \\
\multicolumn{2}{l}{\textbf{Status}} \\
Status & finished clean \\
\hline
\end{tabular}
power by group:
part / switching, uW / internal (uW)
Clock: 152 / 139
Combinational: 18.9 / 48.4
Sequential: 6.73 / 678
layout make-up:
type | count | area share (%)
sequential | 16 | 63.5
timing repair buffer | 18 | 23.8
tap | 46 | 9.13
clock buffer | 3 | 3.57
per-stage QoR:
stage	instance area (um^2)	hold slack, ns	std cells	util (%)
after global routing	631	0.265	83	18.5
after CTS	631	0.262	83	18.5
after detailed placement	648	0.336	80	19.0
after global placement	648	0.338	80	19.0
after floorplan	460	-0.0956	24	-
final	631	0.261	83	18.5
timing repair:
item                                    4_1_cts  5_1_grt
gates resized                                24        0
buffers inserted                              0        0
endpoints found under the setup margin        8        0
routing by layer:
metal	up-vias	part of all wire, %	global-route usage (%)	wire length, um
li1	92	-	-	-
met1	101	28	2.35	199
met2	9	52	3.45	367
met3	0	20	2.16	142
met4	0	0	0.528	0
met5	-	0	0	0
synthesized netlist by cell type:
master,instances
sky130_fd_sc_hd__dfrtp_1,16
sky130_fd_sc_hd__buf_4,8
cells by family after synthesis:
kind of cell and synth area share [%]:
flops 87.0, buf+inv 13.0
path summary, 6_finish.rpt:
check,from,to,cells after the start
worst min register to register,cdc_vector[1].cdc_inst.sync_ff[0],cdc_vector[1].cdc_inst.sync_ff[1],0
min in group clk0,cdc_vector[1].cdc_inst.sync_ff[0],cdc_vector[1].cdc_inst.sync_ff[1],0
worst max register to register,cdc_vector[2].cdc_inst.sync_ff[0],cdc_vector[2].cdc_inst.sync_ff[1],0
worst min-delay path,aresetn,cdc_vector[7].cdc_inst.sync_ff[0],2
worst max-delay path,cdc_vector[3].cdc_inst.sync_ff[1],dout[3],1
max in group asynchronous,aresetn,cdc_vector[1].cdc_inst.sync_ff[1],2
Power and IR drop assume default switching activity.
